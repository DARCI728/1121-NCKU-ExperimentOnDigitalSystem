<file path="./design.v">
module SpecialFuncMultiplier(in,out);
	input [3:0] in;
	output reg [6:0] out;
	always @(*) begin
		case (in) 
			0: out = 7'b1000000;
			1: out = 7'b1111001;
			2: out = 7'b0100100;
			3: out = 7'b1111000;
			4: out = 7'b0010000;
			5: out = 7'b0000011;
			6: out = 7'b0000011;
			7: out = 7'b0100001;
			8: out = 7'b0001110;
			default: out = 7'b1000000;
		endcase 
	end
endmodule 
</file>
<file path="./run.sh">
#!/bin/bash
# OpenROAD 26Q1-2900-gdf79404cd8, Yosys 0.63+post, stock flow scripts
make -C /OpenROAD-flow-scripts/flow DESIGN_CONFIG=/design/flow/config.mk WORK_HOME=/design/flow/orfs finish
</file>
<file path="./config.mk">
export PLATFORM = sky130hd
export DESIGN_NAME = SpecialFuncMultiplier
export DESIGN_NICKNAME = SpecialFuncMultiplier
export VERILOG_FILES = /design/flow/design.v
export SDC_FILE = /design/flow/constraint.sdc
export NUM_CORES = 4
export LEC_CHECK = 1
export CORE_AREA = 10 10 70 70
export DIE_AREA = 0 0 80 80
</file>
<file path="./constraint.sdc">
current_design SpecialFuncMultiplier

set clk_period 1.3
set clk_io_pct 0.2

create_clock -name clk0 -period $clk_period

set non_clock_inputs [all_inputs -no_clocks]
set_input_delay [expr $clk_period * $clk_io_pct] -clock clk0 $non_clock_inputs
set_output_delay [expr $clk_period * $clk_io_pct] -clock clk0 [all_outputs]
</file>
==> flow_summary_export.csv <==
group,metric,value,unit
sta,setup_violations,1,
routing,wirelength,751,µm
power,p_sw_share,42.67,%
synthesis,synthCells,23,
worst_setup_path,path_class,"input port to output port",
final_layout,syn2layout_area_growth,169.3,%
worst_setup_path,cp-start-kind,"input port",
global_routing,first_global_vias,250,
routing,vias,231,
power,vdd_drop_max,0.04639,mV
floorplanning,pin_count,11,
power,p_clk_share,0,%
routing,firstDrtPassIters,2,
floorplanning,coreArea,3416,µm²
final_layout,flop-count,0,
sta,finalClockPeriodUsage,100.6,%
placed_design,dp_hpwl,525.1,µm
global_routing,grt_start_max_net_pins,11,
placed_design,placed_cell_area,361.6,µm²
global_routing,antenna_found_initial,0,
floorplanning,die_w,80,µm
worst_setup_path,crit_path_max_fanout,4,
power,leakagePower,0.1931,nW
synthesis,yosysWarningCount,1,
hold_path,hp-class,"input port to output port",
routing,drt_iter0_markers,11,
sta,worst_slew_pin_slew,0.2563,ns
run_status,violations,"negative setup slack",
sta,setup_ws,-0.008059,ns
final_layout,layout-drive-gt1-share,78.05,%
power,combPwrFrac,100.0,%
synthesis,netlist_area,175.2,µm²
power,finalPower,0.1210,mW
final_layout,nClkBuffers,0,
synthesis,postSynthSeqShare,0,%
floorplanning,core.rowCount,21,
sta,tns,-0.008059,ns
global_routing,grt_first_pass_wirelength,1.221,mm
final_layout,seqCellArea,0,µm²
worst_setup_path,slowest_delay,0.22,ns
power,p_per_area,256.6,nW/µm²
synthesis,ys_chip_area,175.2,µm²
power,p_sw,0.05164,mW
worst_setup_path,path_buffers,4,
placed_design,place.gp.congestion,0.7212,
worst_setup_path,cp.required,1.04,ns
worst_setup_path,critPathSlowestCell,"o22a_1",
sta,worst_hold_slack,0.9016,ns
synthesis,yosys_cells,23,
placed_design,numPortBuffers,11,
flow_run,tool_warnings,37,
routing,routedWlPerCell,8.632,µm
worst_setup_path,worstSetupEndpointType,"output port",
sta,slew_viol_final,0,
final_layout,fin_cells,87,
sta,finalCriticalPeriod,1.308,ns
routing,drc,0,
sta,rsz0062_at_grt,"yes",
global_routing,grt_usage,2.355,%
routing,postRouteAntennaNets,0,
floorplanning,dieHeight,80,µm
placed_design,place_ws,-0.8131,ns
floorplanning,die_area,6400,µm²
sta,clock.fmax,764.5,MHz
flow_run,cap_violations,0,
worst_setup_path,cp_top_family,"buffers and inverters",
sta,slew_headroom,82.91,%
final_layout,post-route-util,13.81,%
worst_setup_path,critPathArrivalTime,1.05,ns
sta,hold_viol,0,
placed_design,dp_cells,83,
power,p_seq_share,0,%
synthesis,ys_types,14,
global_routing,gr-total-overflow,0,
final_layout,design_area,471.7,µm²
routing,via_per_inst,2.655,
synthesis,avgSynthCellArea,7.616,µm²
routing,num_antenna_cells,0,
floorplanning,fp-utilization,5.128,%
power,p_int,0.06938,mW
worst_setup_path,cp_cell_sequence,"buf_8 -> inv_6 -> ha_4 -> buf_6 -> nand2_4 -> o22a_1 -> buf_2",
run_status,status,"finished, violations left",
clocking,postCtsHoldBufs,0,
-- synthesized netlist by cell type (all sizes together) --
cell type / number / share of area (%)
mux2i: 2 / 11
nand3b: 1 / 4.3
nand2: 1 / 3.6
ha: 4 / 29
nor3: 1 / 2.9
buf: 1 / 6.4
o22a: 1 / 5.0
nor2: 3 / 6.4
a21oi: 2 / 5.7
o21ai: 1 / 2.9
inv: 2 / 4.3
nor2b: 2 / 11
nand2b: 2 / 7.1
-- placed cells by master (no fill, tap or decap) --
cell,n
clkbuf_2,2
mux2i_1,1
nand2b_1,2
ha_4,4
buf_2,5
inv_4,1
o22a_1,1
mux2i_2,1
o21ai_2,1
nor2_4,1
dlygate4sd2_1,1
inv_6,1
buf_6,4
buf_4,4
nor3_2,1
clkdlybuf4s15_2,1
buf_8,2
nor2b_4,1
nor2_1,2
nand2_4,1
nand3b_1,1
nor2b_1,1
a21oi_2,2
-- power by group through the flow --
stage	clock, mW	sequential, mW	combinational (mW)
finish	0	0	0.121
CTS	0	0	0.113
global route	0	0	0.133
-- final cells by class --
| type | count | area, µm² |
|---|---|---|
| well taps | 46 | 57.56 |
| multi-input cells | 20 | 239.0 |
| inverters | 2 | 15.01 |
| repair buffers | 19 | 160.2 |
| fillers | 393 | 2944 |
-- worst paths after layout --
path,endpoint,depth (start not counted),start
max,out[6],7,in[0]
min,out[3],3,in[2]
-- per-layer routing --
layer / share of wire (%) / global-route usage, % / wire length, µm
met1: 48 / 3.560 / 362
met4: 0 / 0 / 0
met5: 0 / 0 / 0
met3: 18 / 1.477 / 134
met2: 34 / 2.809 / 254
-- what timing repair did --
action	CTS	global route
endpoints found under the hold margin	0	0
endpoints found under the setup margin	7	5
gates resized	58	8
buffers inserted	4	0
pin swaps	9	7
cloned	0	0
-- logic make-up after synthesis --
logic type	share of synthesized area, %
fa+ha+maj	28.57
mux	11.43
compound gates	13.57
simple gates	35.71
buf+inv	10.72
No activity file was given, so power comes from the tool's default toggle rates.
