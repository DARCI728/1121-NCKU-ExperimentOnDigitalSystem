[/design/flow/run.sh]
#!/bin/bash
# OpenROAD 26Q1-2900-gdf79404cd8, Yosys 0.63+post, stock flow scripts
make -C /OpenROAD-flow-scripts/flow DESIGN_CONFIG=/design/flow/config.mk WORK_HOME=/design/flow/orfs finish
[/design/flow/config.mk]
export PLATFORM = sky130hd
export DESIGN_NAME = AdderSubtractor
export DESIGN_NICKNAME = AdderSubtractor
export VERILOG_FILES = /design/flow/design.v
export SDC_FILE = /design/flow/constraint.sdc
export NUM_CORES = 4
export LEC_CHECK = 1
export CORE_AREA = 10 10 70 70
export DIE_AREA = 0 0 80 80
[/design/flow/constraint.sdc]
current_design AdderSubtractor

set clk_period 4.2
set clk_io_pct 0.2

create_clock -name clk0 -period $clk_period

set non_clock_inputs [all_inputs -no_clocks]
set_input_delay [expr $clk_period * $clk_io_pct] -clock clk0 $non_clock_inputs
set_output_delay [expr $clk_period * $clk_io_pct] -clock clk0 [all_outputs]
[/design/flow/design.v]
module AdderSubtractor(a, b, select, out, overflow);
	input [3:0] a;
	input [3:0] b;
	input select;
	output reg [3:0] out;
	output reg overflow;
	reg [4:0] temp;
	always @(*) begin
		if (select) begin
			temp = {1'b0, a} + {1'b0, b};
		end
		else begin
			temp = {1'b0, a} - {1'b0, b};
		end
		out = temp [3:0];
		overflow = temp [4];
	end
endmodule 	
==> node_exporter_impl.prom <==
# HELP chip_impl_metric Synthesis and place-and-route metrics
# TYPE chip_impl_metric gauge
chip_impl_metric{name="design_area",unit="sq um"} 410
chip_impl_metric{name="dp.cells",unit=""} 85
chip_impl_metric{name="synthesis.area",unit="sq um"} 195
chip_impl_metric{name="detail_route.first_pass.iterations",unit=""} 2
chip_impl_metric{name="p_seq_share",unit="%"} 0
chip_impl_metric{name="routed_via_density",unit=""} 2.38
chip_impl_metric{name="grt_max_degree",unit=""} 5
chip_impl_metric{name="initCoreUtil",unit="%"} 5.71
chip_impl_metric{name="place_ws",unit="ps"} 19.3
chip_impl_info{name="crit_path_top_delay_cell",value="clkdlybuf4s50_1"} 1
chip_impl_metric{name="grtUsageTotal",unit="%"} 1.99
chip_impl_info{name="post_synth_main_area_contributors",value="ha_1, xor2_1, fa_1, xnor2_1, a21o_1"} 1
chip_impl_metric{name="cts-hold-fix-buffers",unit=""} 0
chip_impl_metric{name="synthesis.instances",unit=""} 23
chip_impl_metric{name="flop-count",unit=""} 0
chip_impl_metric{name="vias",unit=""} 202
chip_impl_metric{name="final-comb-area",unit="sq um"} 188
chip_impl_metric{name="post-route-min-period",unit="ps"} 4020
chip_impl_metric{name="sequential_cell_area",unit="sq um"} 0
chip_impl_metric{name="chip_area",unit="sq um"} 6400
chip_impl_metric{name="post_route_cells_drive_above_1_share",unit="%"} 10.3
chip_impl_metric{name="n_antenna_cell",unit=""} 0
chip_impl_metric{name="cap_violations",unit=""} 0
chip_impl_metric{name="internal_power",unit="mW"} 0.0402
chip_impl_metric{name="synth-cells-yosys",unit=""} 23
chip_impl_metric{name="power.share.clock",unit="%"} 0
chip_impl_metric{name="syn-mean-instance-area",unit="sq um"} 8.49
chip_impl_metric{name="yosys.stat.chipArea",unit="sq um"} 195
chip_impl_metric{name="grt_first_pass_wirelength",unit="microns"} 993
chip_impl_info{name="timing.setup.critical_path_class",value="primary input to primary output"} 1
chip_impl_info{name="critPathLaunch",value="b[1]"} 1
chip_impl_metric{name="setup_ws",unit="ps"} 180
chip_impl_metric{name="drc",unit=""} 0
chip_impl_metric{name="postCtsResizedCells",unit=""} 0
chip_impl_metric{name="stdcell_count",unit=""} 85
chip_impl_metric{name="maxSlewHeadroom",unit="%"} 87.5
chip_impl_info{name="top_area_cell",value="ha_1"} 1
chip_impl_metric{name="gr-total-overflow",unit=""} 0
chip_impl_info{name="worstPathCellList",value="clkdlybuf4s50_1 > inv_1 > ha_1 > mux2_2 > ha_1 > a21o_1 > a21oi_1 > xnor2_1 > clkdlybuf4s50_1"} 1
chip_impl_metric{name="layout_overhead_on_the_synthesized_area",unit="%"} 110
chip_impl_metric{name="fin_crit_sh",unit="%"} 95.7
chip_impl_metric{name="power.share.switching",unit="%"} 32.2
chip_impl_metric{name="place_hpwl",unit="microns"} 647
chip_impl_metric{name="placedInstanceArea",unit="sq um"} 408
chip_impl_metric{name="initial_antenna_violation_count",unit=""} 0
chip_impl_metric{name="timing.final.setup_violations",unit=""} 0
chip_impl_info{name="grt_setup_unrepaired",value="false"} 1
chip_impl_metric{name="drt.antenna.violating_nets",unit=""} 0
chip_impl_metric{name="power.combinational.fraction",unit="%"} 100.0
chip_impl_info{name="hold_class",value="primary input to primary output"} 1
chip_impl_metric{name="finalWeightedCongestion",unit=""} 0.753
chip_impl_metric{name="worst_pin_slew",unit="ps"} 188
chip_impl_metric{name="openroad.warnings",unit=""} 32
chip_impl_info{name="timing.critical_path.from_type",value="primary input"} 1
chip_impl_metric{name="detail_route.iter0.violations",unit=""} 6
chip_impl_metric{name="fin_tns_setup",unit="ps"} 0
chip_impl_metric{name="fmaxAchievable",unit="MHz"} 249
chip_impl_metric{name="timing_max_transition_violations_final",unit=""} 0
chip_impl_metric{name="met3_track_demand_over_resource",unit="%"} 0.568
chip_impl_metric{name="power.static_leakage",unit="nW"} 0.181
chip_impl_metric{name="power",unit="mW"} 0.0592
chip_impl_metric{name="report.final.hold_viol_count",unit=""} 0
chip_impl_metric{name="power_density",unit="nW/um^2"} 144
chip_impl_metric{name="crit_path_max_fanout",unit=""} 3
chip_impl_metric{name="netSwitchingPower",unit="mW"} 0.0191
chip_impl_metric{name="via_count_of_the_first_global_routing_pass",unit=""} 203
chip_impl_metric{name="ys_seq_share",unit="%"} 0
chip_impl_info{name="post_synth_most_frequent_cells",value="ha_1, nor2_1, xor2_1"} 1
chip_impl_info{name="status",value="completed"} 1
chip_impl_metric{name="critical_path.max_stage_delay",unit="ps"} 510
chip_impl_metric{name="numPortBuffers",unit=""} 14
chip_impl_metric{name="filler_cell_count",unit=""} 407
chip_impl_metric{name="dieHeight",unit="microns"} 80
chip_impl_metric{name="crit_path_drt",unit="ps"} 3360
chip_impl_metric{name="globalRouteMet1Util",unit="%"} 2.18
chip_impl_metric{name="drt_wl_total",unit="microns"} 689
chip_impl_metric{name="number_of_standard_cell_rows_in_the_floorplan",unit=""} 21
chip_impl_metric{name="clock_buffers",unit=""} 0
chip_impl_metric{name="routed_wire_length_per_instance",unit="microns"} 8.11
chip_impl_metric{name="worst-endpoint-arrival",unit="ps"} 3180
chip_impl_info{name="critical_path.endpoint",value="out[3]"} 1
chip_impl_info{name="grt_busiest_layer",value="met2"} 1
chip_impl_metric{name="peakVddDrop",unit="V"} 0.0000313
chip_impl_metric{name="synthDistinctLibCells",unit=""} 11
chip_impl_metric{name="num_io_pins",unit=""} 14
chip_impl_info{name="crit_path_end_kind",value="primary output"} 1
chip_impl_info{name="synth_dominant_cell_count",value="ha_1"} 1
chip_impl_metric{name="synth.yosys.warnings",unit=""} 1
chip_impl_metric{name="postCtsSetupRepairBufs",unit=""} 0
chip_impl_metric{name="die_x",unit="microns"} 80
chip_impl_metric{name="top_cell_area_share",unit="%"} 32.1
chip_impl_metric{name="gr_met2_demand_resource",unit="%"} 3.85
chip_impl_metric{name="core_footprint",unit="sq um"} 3420
## kinds of logic after synthesis
family          count (synthesis)  share of synthesized area [%]
buf+inv                         2                           3.85
compound gates                  5                           17.3
fa+ha+maj                       6                           42.3
xor+xnor                        5                           22.4
mux                             1                           5.77
simple gates                    4                           8.33
## through the flow
| step | utilization, % | hold slack [ps] |
|---|---|---|
| 3_5_place_dp | 11.9 | 2740 |
| 5_1_grt | 12.0 | 2610 |
| 4_1_cts | 11.9 | 2740 |
| 2_1_floorplan | - | 1750 |
| 3_3_place_gp | 11.9 | 2760 |
| 6_report | 12.0 | 2550 |
## area by class of cell
type,count,share of cell area (%)
multi-input cells,21,45.7
repair buffers,16,38.4
well taps,46,14.0
inverters,2,1.83
## worst min path at each step
stage     slack [ps]  endpoint  startpoint  cells after the start
4_1_cts         2740    out[0]        a[0]                      3
5_1_grt         2610  overflow        b[2]                      5
6_report        2550  overflow        b[3]                      5
## power by group through the flow
stage	Clock [mW]	Sequential [mW]	Combinational (mW)
CTS	0	0	0.0629
global route	0	0	0.0665
finish	0	0	0.0592
## critical path, delay by kind of cell
kind,cells,cell delay (ps)
compound gates,2,330
xor+xnor,1,140
fa+ha+maj,2,530
buf+inv,3,1050
mux,1,290
## metal layers
metal / routed length, microns / up-vias / share of wire (%)
met3: 48 / 0 / 7.0
met2: 369 / 5 / 54
met5: 0 / - / 0
met4: 0 / 0 / 0
met1: 271 / 85 / 39
li1: - / 112 / -
## cell usage in the layout (no fill, tap or decap), drive strengths merged
cell type / instances
a21o: 2
fa: 1
mux2: 1
inv: 2
clkdlybuf4s50: 13
dlymetal6s2s: 1
ha: 5
xnor2: 2
nor2: 3
nor3: 1
buf: 2
a21oi: 3
xor2: 3
Power figures rest on the tool's default switching activity, not on a simulated workload.
