### run.sh
#!/bin/bash
# OpenROAD 26Q1-2900-gdf79404cd8, Yosys 0.63+post, stock flow scripts
make -C /OpenROAD-flow-scripts/flow DESIGN_CONFIG=/design/flow/config.mk WORK_HOME=/design/flow/orfs finish
### constraint.sdc
current_design KeyPad

set clk_period 5.4
set clk_io_pct 0.2

create_clock -name clk0 -period $clk_period [get_ports {clk}]

set non_clock_inputs [all_inputs -no_clocks]
set_input_delay [expr $clk_period * $clk_io_pct] -clock clk0 $non_clock_inputs
set_output_delay [expr $clk_period * $clk_io_pct] -clock clk0 [all_outputs]
### config.mk
export PLATFORM = sky130hd
export DESIGN_NAME = KeyPad
export DESIGN_NICKNAME = KeyPad
export VERILOG_FILES = /design/flow/design.v
export SDC_FILE = /design/flow/constraint.sdc
export NUM_CORES = 4
export LEC_CHECK = 1
export CORE_UTILIZATION = 50
### design.v
module KeyPad(rst, clk, keypadCol, keypadRow, dot_row, dot_col);
	input rst, clk;
	input [3:0] keypadCol;
	output [3:0] keypadRow;
	output [7:0] dot_row, dot_col;
	wire divclk;
	wire [3:0] keypadBuf;
	FrequencyDivider u_frequency_divider(
		.rst(rst),
		.clk(clk),
		.divclk(divclk)
	);
	CheckKeypad u_check_Keypad(
		.rst(rst),
		.clk(clk),
		.keypadCol(keypadCol),
		.keypadRow(keypadRow),
		.keypadBuf(keypadBuf)
	);
	DotMatrixDisplay u_dot_matrix_display(
		.rst(rst),
		.divclk(divclk),
		.keypadBuf(keypadBuf),
		.dot_row(dot_row),
		.dot_col(dot_col)
	);
endmodule 
module FrequencyDivider(rst, clk, divclk);
	input rst, clk;
	output divclk;
	reg divclk;
	reg [31:0] cnt;
   always @(posedge clk or negedge rst) begin
		if (~rst) begin
			cnt <= 32'd0;
			divclk <= 1'b0;
      end else begin
			if (cnt == 5000) begin 
				cnt <= 32'd0;
				divclk <= ~divclk;
			end else begin
				cnt <= cnt + 32'd1;
			end
      end
   end
endmodule 
module CheckKeypad(rst, clk, keypadCol, keypadRow, keypadBuf);
	input rst, clk;
	input [3:0] keypadCol;
	output [3:0] keypadRow, keypadBuf;
	reg [3:0] keypadRow, keypadBuf;
	reg [31:0] keypadDelay;
	always @(posedge clk or negedge rst) begin
		if (~rst) begin 
			keypadRow <= 4'b1110;
			keypadBuf <= 4'b0000;
			keypadDelay <= 32'd0;
		end else begin
			if (keypadDelay == 500000) begin
				keypadDelay <= 32'd0;
				case ({keypadRow, keypadCol})
					8'b1110_1110 : keypadBuf <= 4'h7;
					8'b1110_1101 : keypadBuf <= 4'h4;
					8'b1110_1011 : keypadBuf <= 4'h1;
					8'b1110_0111 : keypadBuf <= 4'h0;
					8'b1101_1110 : keypadBuf <= 4'h8;
					8'b1101_1101 : keypadBuf <= 4'h5;
					8'b1101_1011 : keypadBuf <= 4'h2;
					8'b1101_0111 : keypadBuf <= 4'ha;
					8'b1011_1110 : keypadBuf <= 4'h9;
					8'b1011_1101 : keypadBuf <= 4'h6;
					8'b1011_1011 : keypadBuf <= 4'h3;
					8'b1011_0111 : keypadBuf <= 4'hb;
					8'b0111_1110 : keypadBuf <= 4'hc;
					8'b0111_1101 : keypadBuf <= 4'hd;
					8'b0111_1011 : keypadBuf <= 4'he;
					8'b0111_0111 : keypadBuf <= 4'hf;
					default : keypadBuf <= keypadBuf;
				endcase 
				case (keypadRow) 
					4'b1110 : keypadRow <= 4'b1101;
					4'b1101 : keypadRow <= 4'b1011;
					4'b1011 : keypadRow <= 4'b0111;
					4'b0111 : keypadRow <= 4'b1110;
					default : keypadRow <= 4'b1110;
				endcase 
			end else begin
				keypadDelay <= keypadDelay + 32'd1;
			end
		end
	end
endmodule 
module DotMatrixDisplay(rst, divclk, keypadBuf, dot_row, dot_col);
	input rst, divclk;
	input [3:0] keypadBuf;
	output [7:0] dot_row, dot_col;
	reg [2:0]row_cnt;
	reg [7:0] dot_row, dot_col;
	always @(posedge divclk or negedge rst) begin
		if (~rst) begin
			dot_row <= 8'd0;
			dot_col <= 8'd0;
			row_cnt <= 3'd0;
		end else begin
			case (row_cnt)
				3'd0: dot_row <= 8'b01111111;
				3'd1: dot_row <= 8'b10111111;
				3'd2: dot_row <= 8'b11011111;
				3'd3: dot_row <= 8'b11101111;
				3'd4: dot_row <= 8'b11110111;
				3'd5: dot_row <= 8'b11111011;
				3'd6: dot_row <= 8'b11111101;
				3'd7: dot_row <= 8'b11111110;
			endcase
			case (keypadBuf)
				4'hf: begin
					case (row_cnt)
						3'd0: dot_col <= 8'b11000000;
						3'd1: dot_col <= 8'b11000000;
						3'd2: dot_col <= 8'b00000000;
						3'd3: dot_col <= 8'b00000000;
						3'd4: dot_col <= 8'b00000000;
						3'd5: dot_col <= 8'b00000000;
						3'd6: dot_col <= 8'b00000000;
						3'd7: dot_col <= 8'b00000000;
					endcase
				end 
				4'he: begin
					case (row_cnt)
						3'd0: dot_col <= 8'b00110000;
						3'd1: dot_col <= 8'b00110000;
						3'd2: dot_col <= 8'b00000000;
						3'd3: dot_col <= 8'b00000000;
						3'd4: dot_col <= 8'b00000000;
						3'd5: dot_col <= 8'b00000000;
						3'd6: dot_col <= 8'b00000000;
						3'd7: dot_col <= 8'b00000000;
					endcase
				end 
				4'hd: begin
					case (row_cnt)
						3'd0: dot_col <= 8'b00001100;
						3'd1: dot_col <= 8'b00001100;
						3'd2: dot_col <= 8'b00000000;
						3'd3: dot_col <= 8'b00000000;
						3'd4: dot_col <= 8'b00000000;
						3'd5: dot_col <= 8'b00000000;
						3'd6: dot_col <= 8'b00000000;
						3'd7: dot_col <= 8'b00000000;
					endcase
				end 
				4'hc: begin
					case (row_cnt)
						3'd0: dot_col <= 8'b00000011;
						3'd1: dot_col <= 8'b00000011;
						3'd2: dot_col <= 8'b00000000;
						3'd3: dot_col <= 8'b00000000;
						3'd4: dot_col <= 8'b00000000;
						3'd5: dot_col <= 8'b00000000;
						3'd6: dot_col <= 8'b00000000;
						3'd7: dot_col <= 8'b00000000;
					endcase
				end 
				4'hb: begin
					case (row_cnt)
						3'd0: dot_col <= 8'b00000000;
						3'd1: dot_col <= 8'b00000000;
						3'd2: dot_col <= 8'b11000000;
						3'd3: dot_col <= 8'b11000000;
						3'd4: dot_col <= 8'b00000000;
						3'd5: dot_col <= 8'b00000000;
						3'd6: dot_col <= 8'b00000000;
						3'd7: dot_col <= 8'b00000000;
					endcase
				end 
				4'ha: begin
					case (row_cnt)
						3'd0: dot_col <= 8'b00000000;
						3'd1: dot_col <= 8'b00000000;
						3'd2: dot_col <= 8'b00110000;
						3'd3: dot_col <= 8'b00110000;
						3'd4: dot_col <= 8'b00000000;
						3'd5: dot_col <= 8'b00000000;
						3'd6: dot_col <= 8'b00000000;
						3'd7: dot_col <= 8'b00000000;
					endcase
				end 
				4'h9: begin
					case (row_cnt)
						3'd0: dot_col <= 8'b00000000;
						3'd1: dot_col <= 8'b00000000;
						3'd2: dot_col <= 8'b00001100;
						3'd3: dot_col <= 8'b00001100;
						3'd4: dot_col <= 8'b00000000;
						3'd5: dot_col <= 8'b00000000;
						3'd6: dot_col <= 8'b00000000;
						3'd7: dot_col <= 8'b00000000;
					endcase
				end 
				4'h8: begin
					case (row_cnt)
						3'd0: dot_col <= 8'b00000000;
						3'd1: dot_col <= 8'b00000000;
						3'd2: dot_col <= 8'b00000011;
						3'd3: dot_col <= 8'b00000011;
						3'd4: dot_col <= 8'b00000000;
						3'd5: dot_col <= 8'b00000000;
						3'd6: dot_col <= 8'b00000000;
						3'd7: dot_col <= 8'b00000000;
					endcase
				end 
				4'h7: begin
					case (row_cnt)
						3'd0: dot_col <= 8'b00000000;
						3'd1: dot_col <= 8'b00000000;
						3'd2: dot_col <= 8'b00000000;
						3'd3: dot_col <= 8'b00000000;
						3'd4: dot_col <= 8'b11000000;
						3'd5: dot_col <= 8'b11000000;
						3'd6: dot_col <= 8'b00000000;
						3'd7: dot_col <= 8'b00000000;
					endcase
				end 
				4'h6: begin
					case (row_cnt)
						3'd0: dot_col <= 8'b00000000;
						3'd1: dot_col <= 8'b00000000;
						3'd2: dot_col <= 8'b00000000;
						3'd3: dot_col <= 8'b00000000;
						3'd4: dot_col <= 8'b00110000;
						3'd5: dot_col <= 8'b00110000;
						3'd6: dot_col <= 8'b00000000;
						3'd7: dot_col <= 8'b00000000;
					endcase
				end 
				4'h5: begin
					case (row_cnt)
						3'd0: dot_col <= 8'b00000000;
						3'd1: dot_col <= 8'b00000000;
						3'd2: dot_col <= 8'b00000000;
						3'd3: dot_col <= 8'b00000000;
						3'd4: dot_col <= 8'b00001100;
						3'd5: dot_col <= 8'b00001100;
						3'd6: dot_col <= 8'b00000000;
						3'd7: dot_col <= 8'b00000000;
					endcase
				end 
				4'h4: begin
					case (row_cnt)
						3'd0: dot_col <= 8'b00000000;
						3'd1: dot_col <= 8'b00000000;
						3'd2: dot_col <= 8'b00000000;
						3'd3: dot_col <= 8'b00000000;
						3'd4: dot_col <= 8'b00000011;
						3'd5: dot_col <= 8'b00000011;
						3'd6: dot_col <= 8'b00000000;
						3'd7: dot_col <= 8'b00000000;
					endcase
				end 
				4'h3: begin
					case (row_cnt)
						3'd0: dot_col <= 8'b00000000;
						3'd1: dot_col <= 8'b00000000;
						3'd2: dot_col <= 8'b00000000;
						3'd3: dot_col <= 8'b00000000;
						3'd4: dot_col <= 8'b00000000;
						3'd5: dot_col <= 8'b00000000;
						3'd6: dot_col <= 8'b11000000;
						3'd7: dot_col <= 8'b11000000;
					endcase
				end 
				4'h2: begin
					case (row_cnt)
						3'd0: dot_col <= 8'b00000000;
						3'd1: dot_col <= 8'b00000000;
						3'd2: dot_col <= 8'b00000000;
						3'd3: dot_col <= 8'b00000000;
						3'd4: dot_col <= 8'b00000000;
						3'd5: dot_col <= 8'b00000000;
						3'd6: dot_col <= 8'b00110000;
						3'd7: dot_col <= 8'b00110000;
					endcase
				end 
				4'h1: begin
					case (row_cnt)
						3'd0: dot_col <= 8'b00000000;
						3'd1: dot_col <= 8'b00000000;
						3'd2: dot_col <= 8'b00000000;
						3'd3: dot_col <= 8'b00000000;
						3'd4: dot_col <= 8'b00000000;
						3'd5: dot_col <= 8'b00000000;
						3'd6: dot_col <= 8'b00001100;
						3'd7: dot_col <= 8'b00001100;
					endcase
				end 
				4'h0: begin
					case (row_cnt)
						3'd0: dot_col <= 8'b00000000;
						3'd1: dot_col <= 8'b00000000;
						3'd2: dot_col <= 8'b00000000;
						3'd3: dot_col <= 8'b00000000;
						3'd4: dot_col <= 8'b00000000;
						3'd5: dot_col <= 8'b00000000;
						3'd6: dot_col <= 8'b00000011;
						3'd7: dot_col <= 8'b00000011;
					endcase
				end 
				default: begin
					case (row_cnt)
						3'd0: dot_col <= 8'b00000000;
						3'd1: dot_col <= 8'b00000000;
						3'd2: dot_col <= 8'b00000000;
						3'd3: dot_col <= 8'b00000000;
						3'd4: dot_col <= 8'b00000000;
						3'd5: dot_col <= 8'b00000000;
						3'd6: dot_col <= 8'b00000000;
						3'd7: dot_col <= 8'b00000000;
					endcase
				end 
			endcase 
			row_cnt <= row_cnt + 1;
		end
	end
endmodule 
==> run_results.csv <==
group,metric,value,unit
global_route,grt_util_met3,1.84,%
synthesis,yosys_warnings,3,
final_timing,worstMarginPinSlew,0.680,ns
final_timing,finalSetupViolCount,0,
synthesis,yosysSeqAreaShare,51.9,%
placement,gp_congestion,0.829,
floorplanning,dieArea,0.00996,mm²
routing,drc,0,
clock_tree,cts_root_buf,"clkbuf_8",
clock_tree,htreeDepth,3,
synthesis,synth-edff-count,0,
synthesis,synthTopCellsByArea,"dfrtp_1, xnor2_1, xor2_1",
routing,antenna_cells,0,
final_timing,untimed_endpoints,31,
power,p_per_area,215,mW/mm²
placement,dp.cells,579,
final_timing,fin_crit_sh,53.9,%
synthesis,ys_cells,435,
routing,drt-wirelength-per-cell,14.2,µm
floorplanning,initCoreUtil,51.8,%
clock_tree,worst_skew_pair.late_latency,0.35,ns
global_route,grt_max_degree,36,
final_timing,max_slew_margin,54.6,%
synthesis,yosys.area.top_type,"dfrtp_1",
critical_path,start_kind,"input port",
finish,fin_util,58.0,%
finish,final_area,0.00536,mm²
final_timing,fin_crit,2.91,ns
synthesis,ff_type,"dfrtp_1",
critical_path,cp_max_fo,15,
run_status,status,"finished, final reports clean",
clock_tree,cts_buffers,9,
placement,dp_hpwl,5.83,mm
final_timing,skew,0.0110,ns
routing,routed_via_density,5.41,
synthesis,mux_area_share,2.46,%
synthesis,synthSimpleGateAreaFrac,22.9,%
final_timing,fin_tns_setup,0,ns
floorplanning,num_rows,35,
synthesis,ys_async_sr_fraction,100,%
synthesis,synth_flops,99,
final_timing,unclocked_pins,15,
power,p_leak,2.39,nW
synthesis,syn_area,0.00478,mm²
global_route,grt_remaining_overflow,0,
min_path,hp-class,"register to register",
final_timing,fin_ws,2.49,ns
synthesis,ys_sh_xor,11.7,%
finish,syn_to_final_growth,12.1,%
flow_run,warning_count,31,
synthesis,synthCells,435,
final_timing,rsz0062_at_grt,"no",
global_route,global_route.usage.met1,34.3,%
critical_path,crit_arrival,3.11,ns
synthesis,post_synth.cell_area_avg,11.0,µm²
finish,stdcell_count,595,
synthesis,synthTopLogicFamily,"simple AND/OR/NAND/NOR gates",
synthesis,fa_ha_area_share,2.35,%
clock_tree,path_clk_slew,0.09,ns
placement,pre_cts_slack,2.18,ns
clock_tree,cts_hold_buf,0,
global_route,grt_pass1_vias,3081,
final_timing,fin_hold_ws,0.477,ns
global_route,antenna_found_initial,0,
flow_run,drv_cap,0,
synthesis,yosys_area,0.00478,mm²
floorplanning,die.size.y,99.8,µm
global_route,grtUsageMet2,28.8,%
final_timing,hold_viol_final,0,
routing,drtIter0Drc,107,
floorplanning,core-area,0.00924,mm²
synthesis,aoi_share,5.00,%
finish,lay_top_cells,"dfrtp_1, xnor2_1, nand2_1",
clock_tree,cts_setup_buffers,0,
clock_tree,cts_tree,"done",
synthesis,yosysTopAreaCellShare,49.7,%
global_route,grt_usage,19.4,%
routing,vias,3221,
power,power,1.15,mW
clock_tree,cts_buffer_depth,2,
floorplanning,die_x,99.8,µm
final_timing,maxSlewViolCount,0,
global_route,grt_pass1_wl,15.0,mm
finish,lay_top_count,"dfrtp_1",
finish,drive_gt1_share,9.23,%
routing,wirelength,8.46,mm
critical_path,crit_required,5.60,ns
routing,antenna_left,0,
final_timing,max_freq,0.344,GHz
finish,fillCellCount,767,
synthesis,ys_types,50,
power,vdd_drop_max,0.000133,V
critical_path,endpoint_kind,"register",
critical_path,crit_type,"input port to register",
placement,place_area,0.00514,mm²
routing,drtPass1Iterations,4,
floorplanning,ios,26,
global_route,top_usage_layer,"met1",
placement,port_buffers,25,
clock_tree,post_cts_resized,0,
-- critical path: stages --
cell and delay [ns]:
clkdlybuf4s50_1 0.56, nand4b_1 0.38, a22oi_1 0.21, o21ai_0 0.12, o211ai_2 0.56, o221ai_1 0.20
-- cell families (layout without fill, tap and decap cells) --
family,count (synthesis),in the layout
adder cells (fa/ha/maj),9,9
flip-flops,99,99
multiplexers,8,8
XOR/XNOR,64,64
buffers and inverters,39,70
AND-OR/OR-AND,31,31
AND/OR/NAND/NOR,185,185
-- final timing paths --
path / start / endpoint / slack [ns] / cells past startpoint
worst max-delay path: keypadCol[2] / u_check_Keypad.keypadBuf[14] / 2.49 / 6
worst min-delay path: u_check_Keypad.keypadDelay[18] / u_check_Keypad.keypadDelay[18] / 0.48 / 1
worst max register to register: u_check_Keypad.keypadRow[1] / u_check_Keypad.keypadBuf[14] / 3.23 / 5
worst min register to register: u_check_Keypad.keypadDelay[18] / u_check_Keypad.keypadDelay[18] / 0.48 / 1
max in group asynchronous: rst / u_check_Keypad.keypadBuf[0] / 3.90 / 2
min in group asynchronous: rst / u_frequency_divider.cnt[9] / 0.68 / 1
-- power by group --
part	switching (mW)	total, mW	internal (mW)
clock network	0.224	0.499	0.275
logic	0.0196	0.0260	0.00642
registers	0	0.628	0.628
total	0.243	1.15	0.910
-- layout make-up --
type	count	area [µm²]	share of cell area, %
Sequential cell	99	2480	46.3
Multi-Input combinational cell	297	2130	39.6
Timing Repair Buffer	28	270	5.04
Tap cell	129	161	3.01
Clock buffer	11	141	2.64
Inverter	26	97.6	1.82
Clock inverter	5	83.8	1.56
-- synth_stat cells, drive strengths merged (4+ instances only) --
library cell	n
nand2b	6
xor2	19
or3	5
and4	5
nand3	27
buf	10
nand4	17
and3	7
dfstp	4
o21ai	5
ha	9
o221ai	12
nand2	42
a21oi	4
inv	26
nand4b	7
xnor2	45
nor4	13
mux2i	5
nor3	15
dfrtp	95
nor2	30
-- routing by layer --
| metal | up-vias | wire length [µm] | share of wire [%] |
|---|---|---|---|
| met2 | 53 | 3810 | 45 |
| met1 | 1589 | 4310 | 51 |
| li1 | 1571 | - | - |
| met3 | 8 | 220 | 2.6 |
| met5 | - | 0 | 0 |
| met4 | 0 | 110 | 1.3 |
-- state kept, by name, summed over array words and instances, names as in the netlist --
| name | cells |
|---|---|
| u_check_Keypad.keypadBuf | 15 |
| u_check_Keypad.keypadDelay | 32 |
| u_check_Keypad.keypadRow | 4 |
| u_dot_matrix_display.dot_col | 4 |
| u_dot_matrix_display.dot_row | 8 |
| u_dot_matrix_display.row_cnt | 3 |
| u_frequency_divider.cnt | 32 |
| u_frequency_divider.divclk | 1 |
Power and IR drop assume default switching activity.
